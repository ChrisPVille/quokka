==> design/flow/design.v <==
module display(
    input clk,
    input rst_n,
    input[7:0] led_a,
    input[7:0] led_x,
    input[7:0] led_y,
    input[15:0] led_sp,
    input[15:0] led_pc,
    input[23:0] led_mem,
    input[7:0] led_data,
    input led_test,
    input led_physical,
    input led_soft,
    input led_run,
    input led_halt,
    input led_neg,
    input led_ovf,
    input led_dash,
    input led_brk,
    input led_dec,
    input led_irq,
    input led_zero,
    input led_carry,
    input ledsValid,
    output sclk,
    output sdata,
    output sload,
    output sclr_n
    );
function[15:0] led_map;
input[3:0] in;
input ignoreValidFlag;
begin
    if(~ignoreValidFlag & ~ledsValid) led_map = 16'b00000100_01000000;
    else case(in)
    4'h0: led_map = 16'b00111010_10110001;
    4'h1: led_map = 16'b00000010_10010000;
    4'h2: led_map = 16'b00011100_01110000;
    4'h3: led_map = 16'b00001110_01110000;
    4'h4: led_map = 16'b00000110_01010001;
    4'h5: led_map = 16'b00001110_01100001;
    4'h6: led_map = 16'b00011110_01100001;
    4'h7: led_map = 16'b00000010_00110000;
    4'h8: led_map = 16'b00011110_01110001;
    4'h9: led_map = 16'b00001110_01110001;
    4'hA: led_map = 16'b00010110_01110001;
    4'hB: led_map = 16'b01001110_00110100;
    4'hC: led_map = 16'b00011000_00100001;
    4'hD: led_map = 16'b01001010_00110100;
    4'hE: led_map = 16'b00011000_01100001;
    4'hF: led_map = 16'b00010000_01100001;
    endcase
end
endfunction
    reg[23:0] rowA, rowB, rowC;
    wire digitDone;
    raw_display raw_display1(.clk(clk), .rst_n(rst_n),
        .display_bits({rowC,rowB,rowA}),
        .timerOverflow(digitDone), .sclk(sclk), .sdata(sdata), .sload(sload), 
        .sclr_n(sclr_n));
    localparam STATE_DIGIT1 = 3'h0;
    localparam STATE_DIGIT2 = 3'h1;
    localparam STATE_DIGIT3 = 3'h2;
    localparam STATE_DIGIT4 = 3'h3;
    localparam STATE_DIGIT5 = 3'h4;
    localparam STATE_DIGIT6 = 3'h5;
    localparam STATE_DIGIT7 = 3'h6;
    localparam STATE_DIGIT8 = 3'h7;
    wire[15:0] discrete_map;
    assign discrete_map = ledsValid ? {led_brk, led_dash, led_ovf, led_neg, 
                                       led_irq, led_dec, led_carry, led_zero,
                                       led_physical, led_test, led_halt, 
                                       led_run, 1'b0, led_soft, 2'b00} : 
                                      {8'b00000000, led_physical, led_test, 
                                       led_halt, led_run, 1'b0, led_soft, 
                                       2'b00};
    reg[2:0] state;
    reg[7:0] cathodes;
    always@(*) begin
        case(state)
        STATE_DIGIT1: cathodes = 8'b00000010;
        STATE_DIGIT2: cathodes = 8'b00000001;
        STATE_DIGIT3: cathodes = 8'b00001000;
        STATE_DIGIT4: cathodes = 8'b00000100;
        STATE_DIGIT5: cathodes = 8'b10000000;
        STATE_DIGIT6: cathodes = 8'b01000000;
        STATE_DIGIT7: cathodes = 8'b00100000;
        STATE_DIGIT8: cathodes = 8'b00010000;
        endcase
    end
    always@(posedge clk or negedge rst_n) begin
        if(~rst_n) begin
            state <= STATE_DIGIT1;
            rowA <= 0;
            rowB <= 0;
            rowC <= 0;
        end else begin
            case(state)
                STATE_DIGIT1: begin
                    rowA <= {cathodes, led_map(led_x[7:4], 0)};
                    rowB <= {cathodes, led_map(led_sp[7:4], 0)};
                    rowC <= {cathodes, led_map(led_data[7:4], 1)};
                    if(digitDone) state <= STATE_DIGIT2;
                end
                STATE_DIGIT2: begin
                    rowA <= {cathodes, led_map(led_x[3:0], 0)};
                    rowB <= {cathodes, led_map(led_sp[3:0], 0)};
                    rowC <= {cathodes, led_map(led_data[3:0], 1)};
                    if(digitDone) state <= STATE_DIGIT3;
                end
                STATE_DIGIT3: begin
                    rowA <= {cathodes, led_map(led_y[7:4], 0)};
                    rowB <= {cathodes, led_map(led_sp[15:12], 0)};
                    rowC <= {cathodes, led_map(led_mem[7:4], 1)};
                    if(digitDone) state <= STATE_DIGIT4;
                end
                STATE_DIGIT4: begin
                    rowA <= {cathodes, led_map(led_y[3:0], 0)};
                    rowB <= {cathodes, led_map(led_sp[11:8], 0)};
                    rowC <= {cathodes, led_map(led_mem[3:0], 1)};
                    if(digitDone) state <= STATE_DIGIT5;
                end
                STATE_DIGIT5: begin
                    rowA <= {cathodes, led_map(led_a[7:4], 0)};
                    rowB <= {cathodes, led_map(led_pc[15:12], 0)};
                    rowC <= {cathodes, led_map(led_mem[23:20], 1)};
                    if(digitDone) state <= STATE_DIGIT6;
                end
                STATE_DIGIT6: begin
                    rowA <= {cathodes, led_map(led_a[3:0], 0)};
                    rowB <= {cathodes, led_map(led_pc[11:8], 0)};
                    rowC <= {cathodes, led_map(led_mem[19:16], 1)};
                    if(digitDone) state <= STATE_DIGIT7;
                end
                STATE_DIGIT7: begin
                    rowA <= {cathodes, discrete_map};
                    rowB <= {cathodes, led_map(led_pc[7:4], 0)};
                    rowC <= {cathodes, led_map(led_mem[15:12], 1)};
                    if(digitDone) state <= STATE_DIGIT8;
                end                
                STATE_DIGIT8: begin
                    rowA <= {cathodes, 16'h0000};
                    rowB <= {cathodes, led_map(led_pc[3:0], 0)};
                    rowC <= {cathodes, led_map(led_mem[11:8], 1)};
                    if(digitDone) state <= STATE_DIGIT1;
                end
            endcase
        end
    end
endmodule
module raw_display(
    input clk,
    input rst_n,
    input[71:0] display_bits,
    output timerOverflow,
    output sclk,
    output sdata,
    output reg sload,
    output sclr_n
    );
reg[13:0] counter;
always@(posedge clk or negedge rst_n) begin
    if(~rst_n) counter <= 0;
    else counter <= counter + 1;
end
assign timerOverflow = &counter;
assign sclr_n = ~timerOverflow;
reg output_enable;
reg[1:0] state;
always@(posedge clk or negedge rst_n) begin
    if(~rst_n) begin
        state <= 2'b00;
        sload <= 0;
        output_enable <= 0;
    end else begin
        case(state)
        2'b00: begin
            output_enable <= 1;
            sload <= 0;
            if(counter[11:5] == 72) state <= 2'b01;
        end
        2'b01: begin
            output_enable <= 0;
            sload <= 1;
            if(&counter[12:0]) state <= 2'b10;
        end
        2'b10: begin
            sload <= 0;
            if(&counter[13:0]) state <= 2'b00;
        end
        endcase
    end
end
assign sclk = counter[4] & output_enable;
assign sdata = display_bits[counter[11:5]] & output_enable;
endmodule
==> design/flow/run.sh <==
#!/bin/bash
# OpenROAD 26Q1-2900-gdf79404cd8, Yosys 0.63+post, stock flow scripts
make -C /OpenROAD-flow-scripts/flow DESIGN_CONFIG=/design/flow/config.mk WORK_HOME=/design/flow/orfs finish
==> design/flow/config.mk <==
export PLATFORM = sky130hd
export DESIGN_NAME = display
export DESIGN_NICKNAME = display
export VERILOG_FILES = /design/flow/design.v
export SDC_FILE = /design/flow/constraint.sdc
export NUM_CORES = 4
export LEC_CHECK = 1
export CORE_UTILIZATION = 40
export SYNTH_MEMORY_MAX_BITS = 65536
==> design/flow/constraint.sdc <==
current_design display

set clk_period 5.0
set clk_io_pct 0.2

create_clock -name clk0 -period $clk_period [get_ports {clk}]

set non_clock_inputs [all_inputs -no_clocks]
set_input_delay [expr $clk_period * $clk_io_pct] -clock clk0 $non_clock_inputs
set_output_delay [expr $clk_period * $clk_io_pct] -clock clk0 [all_outputs]
==> summary.txt <==
The synthesis and place-and-route flow finished, so here is a summary.

The total overflow left after global routing is 0. The cell at the root of the clock tree is clkbuf_16. For this run, asynchronously set or reset flops after synthesis account for 100%. The pre-CTS setup slack is 1.31 ns.

The number of buffers on the longest clock path is 2. The Yosys warning count came out at 2. The static leakage came out at 5.04 nW.

The endpoint class of the critical path is a primary output. The synthesized design contains 0 enable-type register cells. The fraction of synthesized cell area taken by the top area cell type came out at 18.9%. The total length of routed wires is 31300 microns. The number of H-tree branching levels came out at 3. Looking at the reg2reg group, the worst path ends at rowC[9]$_DFF_PN0_. The total power of the final layout is 1.79 mW.

The final weighted congestion of routability-driven global placement came out at 1.01. The number of antenna violations at the first check in global routing was 2. The count of cells in the finished layout, fillers not included, comes to 1621. The insertion delay at the late pin of the worst-skew pair is 0.33 ns. The number of CTS-inserted buffers is 9.

The total negative setup slack came out at 0 ns. The worst-case vdd ir drop is 177 uV. The buffers inserted during post-CTS setup optimization is 0. The most critical setup path has its endpoint at sdata. Synthesis instantiated 77 different standard cells from the library. The synthesis report lists the most area-consuming cells as ha_1, dfrtp_1, mux2i_1, mux4_2, o21ai_0. The average wire per cell in the routed design is 19.3 microns. The power per standard cell area is 156 mW/mm^2. The register area share after synthesis came out at 16.5%.

The peak clock frequency supported by timing is 0.248 GHz. The area reported by Yosys stat came out at 0.0100 sq mm. The total of endpoints with negative setup slack in the final report came out at 0. The number of clock sinks came to 66. The hold slack came out at 0.466 ns. At the end of the flow the core is filled with cells to 47.0%.

The clock slew at the register clock pins of the worst setup and hold paths is 0.06 ns. The instance count after placement with tap cells included came out at 1604. The worst-case clock skew is 0.00651 ns. The row count is 57. The post-route DRC violation count came out at 0. The via count of the first global-routing pass came to 8827.

After technology mapping, the gate count stands at 1248. The type of the tightest min-delay check is reg2reg. The die extent in x came out at 160 microns. Entering global routing, the biggest net connects 50 pins. The highest net fanout along the worst path is 16. The transition time of the tightest slew-check pin is 1.02 ns.

The detailed-route vias per instance is 5.84. The synthesized cell area is 0.0100 sq mm. The depth of the worst register-to-register path is 7. The final antenna-violating net count is 0. The final worst slack came out at 0.965 ns. The first detailed-routing pass ran for 5 iterations. The primary flip-flop cell chosen by synthesis mapping is dfrtp_1.

For reference, the final report shows the hold violation count at 0. The arrival time reported for the critical path endpoint came out at 3.04 ns. The chip height is 160 microns. Setup repair after global routing left no endpoint under its margin.

Across all checked pins, the minimum headroom to the slew limit is 31.3%. Per the Yosys statistics, synthesis produced 1248 cells. The number of register bits inferred by synthesis is 66. TritonCTS built the clock tree. The launch point of the critical path was reported as raw_display1.counter[6]$_DFF_PN0_. The critical path is of the reg2out type. The worst setup path is launched from a register.

The per-instance average area after synthesis came out at 8.02 sq um. Summing over the stages, the warning tally comes to 153. The sum of net half-perimeters after detailed placement came out at 24500 microns.

The cell area after placement came out at 0.0112 sq mm. Per the detail_route report, the via count comes to 9466. The run finished with clean final reports. The floorplan utilization is 40.9%. The required arrival time at the worst endpoint came out at 4.00 ns. The iteration-0 DRC count of the detailed router came out at 890. The number of I/O pins came out at 108. The launch instance of the worst register-to-register path is state[1]$_DFFE_PN0P_. The area growth from synthesis to layout is 14.9%.

After floorplanning, the die was sized to cover 0.0257 sq mm. Port buffering added 107 buffers. The first-pass GRT wire length came out at 49000 microns. The worst register-to-register path has a setup slack of 2.12 ns. Overall routing resource usage recorded by global route was 24.9%. The total of hold buffers inserted after clock tree synthesis came out at 0. The share of post-route cells with drive strength above 1 came out at 7.02%.

The final cycle utilization of the critical path is 80.7%. The largest area contributor in the synthesized netlist is ha_1. The minimum clock period after layout is 4.04 ns. Counting pins that exceed their max-slew limit in the final report gives 0.

The layout stage reports a final design area of 0.0115 sq mm. The post-cts gate resize count came out at 0. The total core area is 0.0245 sq mm. The max-cap violation count is 0.
[state kept, by name, indices dropped and copies added (netlist names)]
register / count
rowA: 21
raw_display1.counter: 14
rowC: 12
rowB: 11
raw_display1.state: 3
state: 3
raw_display1.output_enable: 1
raw_display1.sload: 1
[logic make-up (layout without fill, tap and decap cells)]
group                    count (synthesis)  count (layout)  synth area share (%)
flip-flops                              66              66                  16.5
buffers and inverters                  189             237                  7.77
multiplexers                           101             101                  13.7
AND-OR/OR-AND                          368             368                  24.2
adder cells (fa/ha/maj)                151             151                  18.9
XOR/XNOR                                37              37                  3.24
other                                    0               1                     0
AND/OR/NAND/NOR                        336             336                  15.6
[critical path: stages (launching register included)]
cell and delay (ns):
dfrtp_1 0.73, clkinv_1 0.36, nor2_1 0.19, a311oi_1 0.06, o311ai_0 0.45, o221a_1 0.25, o221a_1 0.18, clkdlybuf4s50_1 0.47
[placed cells by master (no fill, tap or decap), types with 27 or more instances in the layout]
master           synthesis  final
nor3_1                  30     30
clkdlybuf4s50_1          0    106
nor2_1                 101    101
nand2_1                101    101
inv_1                   93     93
a21oi_1                 84     84
mux2i_1                 52     52
nand3_1                 27     27
dfrtp_1                 65     64
o21ai_0                 88     88
ha_1                   151    151
[power breakdown]
part | internal (mW) | switching [mW] | total (mW)
clock | 0.440 | 0.233 | 0.672
combinational | 0.250 | 0.308 | 0.558
sequential | 0.552 | 0.00669 | 0.558
[metal layers]
layer	up-vias	GRT usage (%)	part of all wire, %
li1	4637	-	-
met1	4366	37.0	45
met4	0	7.92	3.6
met5	-	0	0
met2	396	35.7	42
met3	67	6.30	9.0
[Yosys cell counts (4+ instances only)]
| master | number |
|---|---|
| mux2i_1 | 52 |
| nand4_1 | 9 |
| o31ai_1 | 7 |
| nor2_1 | 101 |
| o21ai_0 | 88 |
| nand2b_1 | 11 |
| nor3_1 | 30 |
| a2bb2oi_1 | 4 |
| inv_2 | 9 |
| o311ai_0 | 21 |
| buf_2 | 46 |
| a22oi_1 | 5 |
| xnor2_1 | 24 |
| a32oi_1 | 11 |
| o211ai_1 | 15 |
| o2111ai_1 | 5 |
| clkbuf_1 | 32 |
| a311oi_1 | 8 |
| dfrtp_1 | 65 |
| a31oi_1 | 20 |
| nor2b_1 | 23 |
| a211oi_1 | 21 |
| mux4_2 | 23 |
| ha_1 | 151 |
| mux2_2 | 22 |
| inv_1 | 93 |
| nand3_1 | 27 |
| and3_1 | 10 |
| o21a_1 | 4 |
| nand2_1 | 101 |
| o32ai_1 | 4 |
| a221oi_1 | 14 |
| xor2_1 | 13 |
| buf_1 | 5 |
| o22ai_1 | 15 |
| a21oi_1 | 84 |
| o311ai_1 | 5 |
[cell type report]
type | count | area (sq um)
Multi-Input combinational cell | 993 | 7580
Sequential cell | 66 | 1650
Timing Repair Buffer | 117 | 1140
Tap cell | 324 | 405
Clock buffer | 9 | 225
Antenna cell | 1 | 2.50
Fill cell | 2387 | 13000
Clock inverter | 7 | 101
Inverter | 104 | 390
[worst min-delay path by stage]
stage	slack, ns	start	cells after the start	to
4_1_cts	0.47	raw_display1.state[1]$_DFF_PN0_	1	raw_display1.sload$_DFFE_PN0P_
5_1_grt	0.49	raw_display1.state[1]$_DFF_PN0_	1	raw_display1.sload$_DFFE_PN0P_
6_report	0.47	raw_display1.state[1]$_DFF_PN0_	1	raw_display1.sload$_DFFE_PN0P_
No activity file was given, so power comes from the tool's default toggle rates.
