File: flow/run.sh
#!/bin/bash
# OpenROAD 26Q1-2900-gdf79404cd8, Yosys 0.63+post, stock flow scripts
make -C /OpenROAD-flow-scripts/flow DESIGN_CONFIG=/design/flow/config.mk WORK_HOME=/design/flow/orfs finish
File: flow/config.mk
export PLATFORM = sky130hd
export DESIGN_NAME = keyboard
export DESIGN_NICKNAME = keyboard
export VERILOG_FILES = /design/flow/design.v
export SDC_FILE = /design/flow/constraint.sdc
export NUM_CORES = 4
export LEC_CHECK = 1
export CORE_UTILIZATION = 40
File: flow/constraint.sdc
current_design keyboard

set clk_period 6.6
set clk_io_pct 0.2

create_clock -name clk0 -period $clk_period [get_ports {clk}]

set non_clock_inputs [all_inputs -no_clocks]
set_input_delay [expr $clk_period * $clk_io_pct] -clock clk0 $non_clock_inputs
set_output_delay [expr $clk_period * $clk_io_pct] -clock clk0 [all_outputs]
File: flow/design.v
module keyboard(
    input clk,
    input rst_n,
    output[4:0] KBD_row,
    input[5:0] KBD_col,
    output reg b_0,
    output reg b_1,
    output reg b_2,
    output reg b_3,
    output reg b_4,
    output reg b_5,
    output reg b_6,
    output reg b_7,
    output reg b_8,
    output reg b_9,
    output reg b_a,
    output reg b_b,
    output reg b_c,
    output reg b_d,
    output reg b_e,
    output reg b_f,
    output reg b_runhalt,
    output reg b_reset,
    output reg b_step,
    output reg b_storeinc,
    output reg b_irq,
    output reg b_dec,
    output reg b_load,
    output reg b_toA,
    output reg b_toSP,
    output reg b_toX,
    output reg b_toY,
    output reg b_toPC
    );
    reg[17:0] counter;
    wire lastTickOfRow;
    always@(posedge clk or negedge rst_n) begin
        if(~rst_n) counter <= 0;
        else counter <= counter + 1;
    end
    assign KBD_row[0] = counter[17:15] == 3'b001;
    assign KBD_row[1] = counter[17:15] == 3'b010;
    assign KBD_row[2] = counter[17:15] == 3'b011;
    assign KBD_row[3] = counter[17:15] == 3'b100;
    assign KBD_row[4] = counter[17:15] == 3'b101;
    assign lastTickOfRow = &counter[14:0];
    reg[1:0] prev_0;
    reg[1:0] prev_1;
    reg[1:0] prev_2;
    reg[1:0] prev_3;
    reg[1:0] prev_4;
    reg[1:0] prev_5;
    reg[1:0] prev_6;
    reg[1:0] prev_7;
    reg[1:0] prev_8;
    reg[1:0] prev_9;
    reg[1:0] prev_a;
    reg[1:0] prev_b;
    reg[1:0] prev_c;
    reg[1:0] prev_d;
    reg[1:0] prev_e;
    reg[1:0] prev_f;
    reg[1:0] prev_runhalt;
    reg[1:0] prev_reset;
    reg[1:0] prev_step;
    reg[1:0] prev_storeinc;
    reg[1:0] prev_irq;
    reg[1:0] prev_dec;
    reg[1:0] prev_load;
    reg[1:0] prev_toA;
    reg[1:0] prev_toSP;
    reg[1:0] prev_toX;
    reg[1:0] prev_toY;
    reg[1:0] prev_toPC;
    always@(posedge clk or negedge rst_n) begin
        if(~rst_n) begin
            prev_0 <= 0;
            prev_1 <= 0;
            prev_2 <= 0;
            prev_3 <= 0;
            prev_4 <= 0;
            prev_5 <= 0;
            prev_6 <= 0;
            prev_7 <= 0;
            prev_8 <= 0;
            prev_9 <= 0;
            prev_a <= 0;
            prev_b <= 0;
            prev_c <= 0;
            prev_d <= 0;
            prev_e <= 0;
            prev_f <= 0;
            prev_runhalt <= 0;
            prev_reset <= 0;
            prev_step <= 0;
            prev_storeinc <= 0;
            prev_irq <= 0;
            prev_dec <= 0;
            prev_load <= 0;
            prev_toA <= 0;
            prev_toSP <= 0;
            prev_toX <= 0;
            prev_toY <= 0;
            prev_toPC <= 0;
            b_0 <= 0;
            b_1 <= 0;
            b_2 <= 0;
            b_3 <= 0;
            b_4 <= 0;
            b_5 <= 0;
            b_6 <= 0;
            b_7 <= 0;
            b_8 <= 0;
            b_9 <= 0;
            b_a <= 0;
            b_b <= 0;
            b_c <= 0;
            b_d <= 0;
            b_e <= 0;
            b_f <= 0;
            b_runhalt <= 0;
            b_reset <= 0;
            b_step <= 0;
            b_storeinc <= 0;
            b_irq <= 0;
            b_dec <= 0;
            b_load <= 0;
            b_toA <= 0;
            b_toSP <= 0;
            b_toX <= 0;
            b_toY <= 0;
            b_toPC <= 0;
        end else begin
            b_0 <= 0;
            b_1 <= 0;
            b_2 <= 0;
            b_3 <= 0;
            b_4 <= 0;
            b_5 <= 0;
            b_6 <= 0;
            b_7 <= 0;
            b_8 <= 0;
            b_9 <= 0;
            b_a <= 0;
            b_b <= 0;
            b_c <= 0;
            b_d <= 0;
            b_e <= 0;
            b_f <= 0;
            b_runhalt <= 0;
            b_reset <= 0;
            b_step <= 0;
            b_storeinc <= 0;
            b_irq <= 0;
            b_dec <= 0;
            b_load <= 0;
            b_toA <= 0;
            b_toSP <= 0;
            b_toX <= 0;
            b_toY <= 0;
            b_toPC <= 0;
            if(lastTickOfRow) begin
                if(KBD_row[0]) begin
                    prev_3 <= {prev_3[0],KBD_col[0]};
        if(prev_3 == 2'b01 && KBD_col[0]) b_3 <= 1;
        else b_3 <= 0;
                    prev_2 <= {prev_2[0],KBD_col[1]};
        if(prev_2 == 2'b01 && KBD_col[1]) b_2 <= 1;
        else b_2 <= 0;
                    prev_1 <= {prev_1[0],KBD_col[2]};
        if(prev_1 == 2'b01 && KBD_col[2]) b_1 <= 1;
        else b_1 <= 0;
                    prev_0 <= {prev_0[0],KBD_col[3]};
        if(prev_0 == 2'b01 && KBD_col[3]) b_0 <= 1;
        else b_0 <= 0;
                    prev_dec <= {prev_dec[0],KBD_col[4]};
        if(prev_dec == 2'b01 && KBD_col[4]) b_dec <= 1;
        else b_dec <= 0;
                    prev_load <= {prev_load[0],KBD_col[5]};
        if(prev_load == 2'b01 && KBD_col[5]) b_load <= 1;
        else b_load <= 0;
                end
                if(KBD_row[1]) begin
                    prev_7 <= {prev_7[0],KBD_col[0]};
        if(prev_7 == 2'b01 && KBD_col[0]) b_7 <= 1;
        else b_7 <= 0;
                    prev_6 <= {prev_6[0],KBD_col[1]};
        if(prev_6 == 2'b01 && KBD_col[1]) b_6 <= 1;
        else b_6 <= 0;
                    prev_5 <= {prev_5[0],KBD_col[2]};
        if(prev_5 == 2'b01 && KBD_col[2]) b_5 <= 1;
        else b_5 <= 0;
                    prev_4 <= {prev_4[0],KBD_col[3]};
        if(prev_4 == 2'b01 && KBD_col[3]) b_4 <= 1;
        else b_4 <= 0;
                    prev_toPC <= {prev_toPC[0],KBD_col[4]};
        if(prev_toPC == 2'b01 && KBD_col[4]) b_toPC <= 1;
        else b_toPC <= 0;
                    prev_step <= {prev_step[0],KBD_col[5]};
        if(prev_step == 2'b01 && KBD_col[5]) b_step <= 1;
        else b_step <= 0;
                end
                if(KBD_row[2]) begin
                    prev_b <= {prev_b[0],KBD_col[0]};
        if(prev_b == 2'b01 && KBD_col[0]) b_b <= 1;
        else b_b <= 0;
                    prev_a <= {prev_a[0],KBD_col[1]};
        if(prev_a == 2'b01 && KBD_col[1]) b_a <= 1;
        else b_a <= 0;
                    prev_9 <= {prev_9[0],KBD_col[2]};
        if(prev_9 == 2'b01 && KBD_col[2]) b_9 <= 1;
        else b_9 <= 0;
                    prev_8 <= {prev_8[0],KBD_col[3]};
        if(prev_8 == 2'b01 && KBD_col[3]) b_8 <= 1;
        else b_8 <= 0;
                    prev_toX <= {prev_toX[0],KBD_col[4]};
        if(prev_toX == 2'b01 && KBD_col[4]) b_toX <= 1;
        else b_toX <= 0;
                    prev_toSP <= {prev_toSP[0],KBD_col[5]};
        if(prev_toSP == 2'b01 && KBD_col[5]) b_toSP <= 1;
        else b_toSP <= 0;
                end
                if(KBD_row[3]) begin
                    prev_f <= {prev_f[0],KBD_col[0]};
        if(prev_f == 2'b01 && KBD_col[0]) b_f <= 1;
        else b_f <= 0;
                    prev_e <= {prev_e[0],KBD_col[1]};
        if(prev_e == 2'b01 && KBD_col[1]) b_e <= 1;
        else b_e <= 0;
                    prev_c <= {prev_c[0],KBD_col[2]};
        if(prev_c == 2'b01 && KBD_col[2]) b_d <= 1;
        else b_d <= 0;
                    prev_d <= {prev_d[0],KBD_col[3]};
        if(prev_d == 2'b01 && KBD_col[3]) b_c <= 1;
        else b_c <= 0;
                    prev_toA <= {prev_toA[0],KBD_col[5]};
        if(prev_toA == 2'b01 && KBD_col[5]) b_toA <= 1;
        else b_toA <= 0;
                end
                if(KBD_row[4]) begin
                    prev_storeinc <= {prev_storeinc[0],KBD_col[0]};
        if(prev_storeinc == 2'b01 && KBD_col[0]) b_storeinc <= 1;
        else b_storeinc <= 0;
                    prev_toY <= {prev_toY[0],KBD_col[1]};
        if(prev_toY == 2'b01 && KBD_col[1]) b_toY <= 1;
        else b_toY <= 0;
                    prev_irq <= {prev_irq[0],KBD_col[2]};
        if(prev_irq == 2'b01 && KBD_col[2]) b_irq <= 1;
        else b_irq <= 0;
                    prev_runhalt <= {prev_runhalt[0],KBD_col[3]};
        if(prev_runhalt == 2'b01 && KBD_col[3]) b_runhalt <= 1;
        else b_runhalt <= 0;
                    prev_reset <= {prev_reset[0],KBD_col[5]};
        if(prev_reset == 2'b01 && KBD_col[5]) b_reset <= 1;
        else b_reset <= 0;
                end
            end
        end
    end
endmodule
==> Slide: Implementation Results <==
Run Summary

Synthesis
  – Distinct cells, synth: 25
  – Adder Area Share: 0.00317
  – Post-Syn Area: 3940 um^2
  – Ys async rst share: 1.00
  – XORs/XNORs by Area: 0.0356
  – Mux cell area share after synthesis: 0.160
  – YS chip area: 3940 um^2
  – Ys flop type: dfrtp_1
  – Top logic family: multiplexers
  – Yosys warning total: 1
  – Yosys stat cell total: roughly 290
  – Post-Synth AOI/OAI Area: 0
  – Synth Seq Share: 0.648
  – Post-Syn Instances: 290
  – Mean area per synthesized cell: 13.6 um^2
  – Flops after synth: 102
  – Simple Share, Synth: 0.136
  – Post-synth EDFFs: 0

Critical path
  – CP peak stage delay: 0.54 ns
  – Critical Path Start: counter[15]
  – CP Class: flop to output pin
  – Reg2reg end: prev_a[1]
  – Critical path buffers and inverters: 1
  – Slowest cell on the critical path: clkdlybuf4s50_1
  – Worst r2r src: counter[2]
  – CP Cell Sequence: nor3b_1 -> clkdlybuf4s50_1
  – Crit end category: output pin
  – CP delay by family, top: buffers and inverters
  – Critical Path Fanout Max: 7
  – Worst R2R Setup Slack: 4.37 ns
  – CP Data Arrival Time: about 1.8 ns
  – R2r worst-path depth: 4
  – CP required: 5.28 ns
  – Stages on worst setup path: 2
  – Startpoint types: flop

Final layout
  – Area Overhead vs Synth: 18.5%
  – Max reg flops: 18
  – Share of layout cells above drive strength 1: 0.242
  – Register Area: 2550 um^2
  – Fill cells: 837
  – Biggest register: counter
  – Most numerous logic cell after layout: dfrtp_1
  – Most frequent cells in the layout: 102 x dfrtp_1, 56 x mux2_2, 39 x clkdlybuf4s50_1
  – Comb area: between 1000 and 1500 um^2

CTS
  – TritonCTS Buffers: 9
  – CTS max path bufs: 2
  – CTS tree: done
  – CTS clk-pin slew, worst paths: 0.10 ns
  – Number of clock sinks: ~100
  – Clock root cell: clkbuf_8
  – Post-CTS Setup Repair Bufs: 0
  – Worst-Skew Late Latency: 0.36 ns
  – PostCTS Resize Cnt: 0
  – CTS H-tree lvls: 3
  – Cts hold-fix bufs: 0

Routing
  – DRT antenna net count: 0
  – Drt pass-1 iters: 6
  – Via count: about 2200
  – Via density: 4.81
  – 1st-iter DRT viols: 87
  – Residual DRC: 0
  – ANT cells: 0
  – Avg WL per Cell: 14.5 um
  – Total wire length: around 6700 um

Floorplan
  – Row cnt: 35
  – DIE AREA: 10300 um^2
  – Die Span X: slightly above 100 um
  – Die height: about 100 um
  – Core Util at FP: 0.421
  – Ports: 41
  – Core Region: approximately 9400 um^2

GRT
  – Grt ovf: 0
  – GRT Total Usage: 0.150
  – Largest net degree at the start of global routing: around 60
  – First-pass GRT wire length: between 10000 and 15000 um
  – Vias in the first global route: 2296
  – Initial antenna violation count: 0

Timing
  – Final TNS setup: 0 ns
  – Max_slew headroom: 0.512
  – RSZ-0062 raised after global routing: false
  – Final setup fails: 0
  – Worst slew pin tran: 0.732 ns
  – Slew Viols, Final: 0
  – Worst clock skew: 0.0180 ns
  – WHS: between 0.4 and 0.5 ns
  – Period utilization: 0.466
  – Fmax achieved: 0.325 GHz
  – Min Tclk post-route: 3.07 ns
  – Endpoints failing hold: 0

Power and ir drop
  – Max rail drop VDD: about 0.00014 V
  – Power per cell area: 234 nW/um^2
  – Pleak: around 2.1 nW

Placement
  – Hpwl dp: ~4400 um
  – PortBufs: 40
  – GP Congestion: between 0.7 and 0.8

Job
  – Log Warnings: 25
  – Max-Cap Viols: 0

Min path
  – WHS Path Cells: 1
  – Worst min path class: flop to flop
  – Hold Path Sink: b_irq
  – Hold path start: prev_irq[1]

Status
  – Status: finished clean
==> cell families (layout without fill, tap and decap cells) <==
family / Yosys count / count (layout)
flip-flops: 102 / 102
AND/OR/NAND/NOR: 100 / 100
multiplexers: 56 / 56
XOR/XNOR: 16 / 16
buffers and inverters: 15 / 60
adder cells (fa/ha/maj): 1 / 1
==> worst register-to-register path, cell delays in order, from the launching register on <==
cell	delay, ns
dfrtp_1	0.43
nand4_1	0.27
nor2_2	0.43
and3_1	0.59
mux2_2	0.41
==> cells in the mapped netlist (3+ instances only) <==
cell type  instances  area [um^2]
nand2_1           36          135
nand3_2            4         40.0
and3_1             3         18.8
inv_1              3         11.3
clkbuf_1           3         11.3
mux2_2            56          631
nor3_1            30          150
xnor2_1           15          131
nor3b_1            3         22.5
nand3_1           11         55.1
nand4_1            5         31.3
buf_1              5         18.8
dfrtp_1          102         2550
==> worst max path at each step <==
stage     slack, ns          to
6_report       3.53  KBD_row[1]
5_1_grt        3.39  KBD_row[0]
4_1_cts        3.50  KBD_row[1]
==> layout make-up <==
type,instances,area share
flip-flops and latches,102,0.546
multi-input cells,173,0.282
repair buffers,41,0.0868
well taps,129,0.0346
clock buffers,10,0.0273
clock inverters,6,0.0201
inverters,3,0.00241
==> per-layer routing <==
metal  wire (um)  share of wire  track usage
met1        3230           0.48        0.247
met2        3180           0.47        0.230
met3         250          0.037       0.0217
met4          38         0.0057       0.0223
met5           0              0            0
==> report_power, final <==
group | leakage (nW) | switching [mW] | total (mW) | internal (mW)
clock network | 0.101 | 0.212 | 0.429 | 0.216
logic | 0.622 | 0.0200 | 0.0290 | 0.00901
registers | 1.38 | 0.00344 | 0.633 | 0.630
total | 2.10 | 0.236 | 1.09 | 0.855
==> per-stage QoR <==
stage / setup WS, ns / cells / power, mW / area [um^2] / util
floorplan: 4.58 / 290 / 0.655 / 3940 / -
global placement: 3.93 / 448 / 0.675 / 4450 / 0.475
detailed placement: 3.91 / 448 / 0.676 / 4450 / 0.475
CTS: 3.50 / 464 / 1.10 / 4670 / 0.498
global route: 3.39 / 464 / 1.13 / 4670 / 0.498
finish: 3.53 / 464 / 1.09 / 4670 / 0.498
Power is estimated from default activity; no workload was simulated.
